[./design.v]
`default_nettype none
module project (
    input  wire [7:0] ui_in,     
    output wire [7:0] uo_out,    
    input  wire [7:0] uio_in,    
    output wire [7:0] uio_out,   
    output wire [7:0] uio_oe,    
    input  wire       ena,       
    input  wire       clk,       
    input  wire       rst_n      
); 
  localparam 
    CLOCKS_PER_PULSE = 50_000_000/19200,
    BITS_PER_WORD    = 8                ,
    PACKET_SIZE_TX   = BITS_PER_WORD + 5,
    W_Y_OUT          = 8                ,
    R                = 2                ,
    C                = 2                ,
    W_X              = 4                ,
    W_K              = 2                ;
  mvm_uart_system #(
    .CLOCKS_PER_PULSE (CLOCKS_PER_PULSE),
    .BITS_PER_WORD    (BITS_PER_WORD   ),
    .PACKET_SIZE_TX   (PACKET_SIZE_TX  ),
    .W_Y_OUT          (W_Y_OUT         ),
    .R                (R               ), 
    .C                (C               ), 
    .W_X              (W_X             ), 
    .W_K              (W_K             )
  ) MVM_UART_SYSTEM (
    .clk (clk), 
    .rstn(rst_n), 
    .rx  (ui_in [0]),
    .tx  (uo_out[0])
  );
  assign uo_out[7:1] = 0;
  assign uio_out = 0;
  assign uio_oe  = 0;
  wire _unused = &{uio_in, ui_in[7:1], ena, clk, rst_n, 1'b0};
endmodule
module axis_matvec_mul #(
    parameter R=2, C=2, W_X=2, W_K=2,
              LATENCY = $clog2(C)+1,
              W_Y = W_X + W_K + $clog2(C)
  )(
    input  clk, rstn,
    output s_axis_kx_tready, 
    input  s_axis_kx_tvalid, 
    input  [R*C*W_K + C*W_X -1:0] s_axis_kx_tdata,
    input  m_axis_y_tready,
    output m_axis_y_tvalid,
    output [R*W_Y           -1:0] m_axis_y_tdata
  );
    wire [R*C*W_K-1:0] k;
    wire [C*W_X  -1:0] x;
    assign {k, x} = s_axis_kx_tdata;
    wire [R*W_Y-1:0] i_data;
    wire i_ready;
    matvec_mul #(
      .R(R), .C(C), .W_X(W_X), .W_K(W_K)
    ) MATVEC (  
      .clk(clk    ),
      .cen(i_ready),
      .kf (k      ),
      .xf (x      ), 
      .yf (i_data )
    );
    reg [LATENCY-2:0] shift;
    reg  i_valid;
    always @(posedge clk or negedge rstn)
      if     (!rstn)   {i_valid, shift} <= 0;
      else if(i_ready) {i_valid, shift} <= {shift, s_axis_kx_tvalid};
    skid_buffer #(.WIDTH(R*W_Y)) SKID (
      .clk     (clk    ), 
      .rstn    (rstn   ), 
      .s_ready (i_ready),
      .s_valid (i_valid), 
      .s_data  (i_data ),
      .m_ready (m_axis_y_tready),
      .m_valid (m_axis_y_tvalid), 
      .m_data  (m_axis_y_tdata )
    );
    assign s_axis_kx_tready = i_ready;
endmodule
module matvec_mul #(
    parameter R=8, C=8, W_X=8, W_K=8,
    localparam DEPTH = $clog2(C),
               W_M = W_X + W_K,
               W_Y = W_M + DEPTH
  )(  
    input  wire  clk, cen,
    input  wire  [R*C*W_K-1:0] kf,
    input  wire  [C*W_X  -1:0] xf, 
    output wire  [R*W_Y  -1:0] yf       
  );
  localparam C_PAD = 2**$clog2(C);
  reg [W_Y-1:0] tree [R][DEPTH+1][C_PAD];  
  wire signed [W_X-1:0] x_pad        [C_PAD-1:0];
  wire signed [W_K-1:0] k_pad [R-1:0][C_PAD-1:0];
  genvar r, c, d, a;
  generate
    for (c=0; c<C_PAD; c=c+1) begin
      assign x_pad[c] = (c < C) ? xf[(c+1)*W_X-1 : c*W_X] : 0;
      for (r=0; r<R; r=r+1)
        assign k_pad[r][c] = (c < C) ? kf[((r*C + c) + 1)*W_K-1 : (r*C + c)*W_K] : 0;
    end
    for (r=0; r<R; r=r+1) begin
      for (c=0; c<C_PAD; c=c+1)
        always @(posedge clk)   
          if (cen) tree[r][0][c] <= $signed(k_pad[r][c]) * $signed(x_pad[c]);
      for (d=0; d<DEPTH; d=d+1)
        for (a=0; a<C_PAD/2**(d+1); a=a+1)
          always @(posedge clk)   
            if (cen) tree [r][d+1][a] <= tree [r][d][2*a] + tree [r][d][2*a+1];
      assign yf[(r+1)*W_Y-1: r*W_Y] = tree [r][DEPTH][0];
    end
  endgenerate
endmodule
module mvm_uart_system #(
  parameter CLOCKS_PER_PULSE = 200_000_000/9600,  
            BITS_PER_WORD    = 8,
            PACKET_SIZE_TX   = BITS_PER_WORD + 5,
            W_Y_OUT          = 32,
            R=8, C=8, W_X=8, W_K=8
)(
  input  clk, rstn, rx,
  output tx
);
  localparam  W_BUS_KX = R*C*W_K + C*W_X,
              W_BUS_Y  = R*W_Y_OUT,
              W_Y      = W_X + W_K + $clog2(C);
  wire s_valid, m_valid, m_ready;
  wire [W_BUS_KX-1:0] s_data_kx;
  uart_rx #(
    .CLOCKS_PER_PULSE (CLOCKS_PER_PULSE),
    .BITS_PER_WORD (BITS_PER_WORD), 
    .W_OUT (W_BUS_KX)
  ) UART_RX (
    .clk    (clk), 
    .rstn   (rstn), 
    .rx     (rx),
    .m_valid(s_valid),
    .m_data (s_data_kx)
  );
  wire [R*W_Y  -1:0] m_data_y;
  wire s_ready;
  wire _unused = s_ready;
  axis_matvec_mul #(
    .R(R), .C(C), .W_X(W_X), .W_K(W_K)
  ) AXIS_MVM (
    .clk    (clk      ), 
    .rstn   (rstn     ),
    .s_axis_kx_tready(s_ready),  
    .s_axis_kx_tvalid(s_valid  ), 
    .s_axis_kx_tdata (s_data_kx),
    .m_axis_y_tready (m_ready  ),
    .m_axis_y_tvalid (m_valid  ),
    .m_axis_y_tdata  (m_data_y )
  );
  wire [W_Y      -1:0] y_up     [R-1:0];
  wire [W_Y_OUT  -1:0] o_up   [R-1:0];
  wire [R*W_Y_OUT-1:0] o_flat;
  genvar r;
  generate
  for (r=0; r<R; r=r+1) begin
    assign y_up  [r] = m_data_y[W_Y*(r+1)-1 : W_Y*r];
    assign o_up  [r] = W_Y_OUT'($signed(y_up[r]));  
    assign o_flat[W_Y_OUT*(r+1)-1 : W_Y_OUT*r] = o_up[r];
  end
  endgenerate
  uart_tx #(
   .CLOCKS_PER_PULSE (CLOCKS_PER_PULSE),
   .BITS_PER_WORD    (BITS_PER_WORD),
   .PACKET_SIZE      (PACKET_SIZE_TX),
   .W_OUT            (W_BUS_Y)
  ) UART_TX (
   .clk     (clk      ), 
   .rstn    (rstn     ), 
   .s_ready (m_ready  ),
   .s_valid (m_valid  ), 
   .s_data_f(o_flat   ),
   .tx      (tx       )
  );  
endmodule
module skid_buffer #(parameter WIDTH = 8)(
  input  wire clk, rstn, s_valid, m_ready,
  input  wire [WIDTH-1:0] s_data,
  output reg  [WIDTH-1:0] m_data,
  output reg  m_valid, s_ready
);
  localparam EMPTY=0, PARTIAL=1, FULL=2;
  reg [1:0] state, state_next;
  always @* begin
    state_next = state;
    unique case (state)
      EMPTY  : if      ( s_valid)             state_next = PARTIAL;
      PARTIAL: if      (!m_ready &&  s_valid) state_next = FULL;
               else if ( m_ready && !s_valid) state_next = EMPTY;
      FULL   : if      ( m_ready)             state_next = PARTIAL;
    endcase
  end
  always @(posedge clk or negedge rstn)
    if (!rstn) state <= EMPTY;
    else       state <= state_next;
  reg [WIDTH-1:0] buffer;
  always @(posedge clk or negedge rstn)
    if (!rstn) {m_valid, s_ready, buffer, m_data} <= 0;
    else begin
      m_valid <= state_next != EMPTY;
      s_ready <= state_next != FULL;
      if (state == PARTIAL && state_next == FULL)
        buffer <= s_data;
      unique case (state)
        EMPTY  : if (state_next == PARTIAL) m_data <= s_data;
        PARTIAL: if (m_ready && s_valid)    m_data <= s_data;
        FULL   : if (m_ready)               m_data <= buffer;
      endcase
    end
endmodule
module uart_rx #(
  parameter CLOCKS_PER_PULSE = 4,  
            BITS_PER_WORD    = 8,
            W_OUT = 24  
)(
  input  wire clk, rstn, rx,
  output reg  m_valid,
  output reg  [W_OUT-1:0] m_data
);
  localparam  NUM_WORDS = W_OUT/BITS_PER_WORD;
  localparam W_CCLOCKS = $clog2(CLOCKS_PER_PULSE),
             W_CBITS   = $clog2(BITS_PER_WORD),
             W_CWORDS  = $clog2(NUM_WORDS);
  reg [W_CCLOCKS-1:0] c_clocks;
  reg [W_CBITS  -1:0] c_bits  ;
  reg [W_CWORDS -1:0] c_words ;
  localparam IDLE=0, START=1, DATA=2, END=3;
  reg [1:0] state;
  always @(posedge clk or negedge rstn) begin
    if (!rstn) begin
      {c_words, c_bits, c_clocks, m_valid, m_data} <= '0;
      state <= IDLE;
    end else begin
      m_valid <= 0;
      case (state)
        IDLE :  if (rx == 0)                      
                  state <= START;
        START:  if (c_clocks == W_CCLOCKS'(CLOCKS_PER_PULSE/2-1)) begin
                  state <= DATA;
                  c_clocks <= 0;
                end else
                  c_clocks <= c_clocks + 1;
        DATA :  if (c_clocks == W_CCLOCKS'(CLOCKS_PER_PULSE-1)) begin
                  c_clocks <= 0;
                  m_data   <= {rx, m_data[W_OUT-1:1]};
                  if (c_bits == W_CBITS'(BITS_PER_WORD-1)) begin
                    state  <= END;
                    c_bits <= 0;
                    if (c_words == W_CWORDS'(NUM_WORDS-1)) begin
                      m_valid <= 1;
                      c_words <= 0;
                    end else c_words <= c_words + 1;
                  end else c_bits <= c_bits + 1;
                end else c_clocks <= c_clocks + 1;
        END  :  if (c_clocks == W_CCLOCKS'(CLOCKS_PER_PULSE-1)) begin
                  state <= IDLE;
                  c_clocks <= 0;
                end else
                  c_clocks <= c_clocks + 1;
      endcase
      end
  end
endmodule
module uart_tx #(
  parameter   CLOCKS_PER_PULSE = 4,  
              BITS_PER_WORD    = 8,
              PACKET_SIZE      = BITS_PER_WORD+5,
              W_OUT = 24,  
  localparam  NUM_WORDS   = W_OUT/BITS_PER_WORD
)(
  input  wire clk, rstn, s_valid, 
  input  wire [NUM_WORDS*BITS_PER_WORD-1:0] s_data_f,
  output reg  tx, s_ready
);  
  genvar n;
  wire [BITS_PER_WORD-1:0] s_data [NUM_WORDS-1:0];
  generate
    for (n=0; n<NUM_WORDS; n=n+1)
      assign s_data[n] = s_data_f[BITS_PER_WORD*(n+1)-1 : BITS_PER_WORD*n];
  endgenerate
  localparam END_BITS = PACKET_SIZE-BITS_PER_WORD-1;
  reg [NUM_WORDS*PACKET_SIZE-1:0] s_packets;
  reg [NUM_WORDS*PACKET_SIZE-1:0] m_packets;
  generate
    for (n=0; n<NUM_WORDS; n=n+1)
      assign s_packets[PACKET_SIZE*(n+1)-1:PACKET_SIZE*n] = { ~(END_BITS'(0)), s_data[n], 1'b0};
  endgenerate
  assign tx = m_packets[0];
  localparam W_CPULSES = $clog2(NUM_WORDS*PACKET_SIZE),
             W_CCLOCKS = $clog2(CLOCKS_PER_PULSE);
  reg [W_CPULSES-1:0] c_pulses;
  reg [W_CCLOCKS-1:0] c_clocks;
  localparam IDLE=0, SEND=1;
  reg state;
  always @(posedge clk or negedge rstn) begin
    if (!rstn) begin
      state     <= IDLE;
      m_packets <= -1;
      {c_pulses, c_clocks} <= 0;
    end else
      case (state)
        IDLE :  if (s_valid) begin                  
                  state      <= SEND;
                  m_packets  <= s_packets;
                end
        SEND :  if (c_clocks == W_CCLOCKS'(CLOCKS_PER_PULSE-1)) begin
                  c_clocks <= 0;
                  if (c_pulses == W_CPULSES'(NUM_WORDS*PACKET_SIZE-1)) begin
                    c_pulses  <= 0;
                    m_packets <= -1;
                    state     <= IDLE;
                  end else begin
                    c_pulses <= c_pulses + 1;
                    m_packets <= (m_packets >> 1);
                  end
                end else c_clocks <= W_CCLOCKS'(32'(c_clocks) + 1);
      endcase
  end
  assign s_ready = (state == IDLE);
endmodule
[./run.sh]
#!/bin/bash
# OpenROAD 26Q1-2900-gdf79404cd8, Yosys 0.63+post, stock flow scripts
make -C /OpenROAD-flow-scripts/flow DESIGN_CONFIG=/design/flow/config.mk WORK_HOME=/design/flow/orfs finish
[./constraint.sdc]
current_design project

set clk_period 3.4
set clk_io_pct 0.2

create_clock -name clk0 -period $clk_period [get_ports {clk}]

set non_clock_inputs [all_inputs -no_clocks]
set_input_delay [expr $clk_period * $clk_io_pct] -clock clk0 $non_clock_inputs
set_output_delay [expr $clk_period * $clk_io_pct] -clock clk0 [all_outputs]
[./config.mk]
export PLATFORM = sky130hd
export DESIGN_NAME = project
export DESIGN_NICKNAME = project
export VERILOG_FILES = /design/flow/design.v
export SDC_FILE = /design/flow/constraint.sdc
export NUM_CORES = 4
export LEC_CHECK = 1
export CORE_UTILIZATION = 50
==> out/summary.txt <==
Worst Hold Class = in -> async
Sw Ratio = 19.08%
Tool Warnings = 45
Final slew viol count = 0
H-tree levels = 4
Tightest Pin Transition = 783.1 ps
Die x size = 128.0 um
Top area contributor share = 27.72%
List of most frequent post-synthesis cells = 88 x dfrtp_1, 71 x mux2_2, 57 x nor2_1
Ys flop type = dfrtp_1
Post-DP HPWL = 7.739 mm
YS chip area = 0.007944 sq mm
Maximum number of pins on one net before global-route repair = 71
Clock-pin slew on the worst setup and hold paths = 60 ps
Syn avg cell area = 11.95 sq um
Synth-to-Final Area Change = 9.088%
Post-CTS setup buffers = 0
Final hold vios = 0
Max Cap Violations = 0
Final TNS setup = 0 ps
Post-route setup slack = 1034 ps
Post-synth design cell area = 0.007944 sq mm
First-pass GRT wire length = 20.48 mm
FP Util = 51.68%
Worst-case vdd ir drop = 0.0003212 V
Ys flops = 154
Core Box Area = 0.01537 sq mm
Comb pwr share = 1.6%
Vias per cell = 5.033
Final min period = 2366 ps
CTS buffer count = 17
1st-pass router iterations = 4
Final Cycle Share = 69.58%
Synth Warn # = 11
FF/Latch Area = 0.004079 sq mm
RSZ-0062 raised after global routing = no
CTS tree = done
CP bufs+invs = 2
CP required = 3690 ps
# Cells Yosys = 665
FF-to-FF path depth = 6
Sequential share of power = 50.3%
Post-synth area hogs = dfrtp_1 28%, edfxtp_1 14%, mux2_2 10%
Power per cell area = 438.3 mW/mm^2
Clock Latency Late Sink = 410 ps
CP max-delay cell = nand3_1
FFs w/ async S/R, synth = 75.32%
Skew final = 8.618 ps
Clock group share of total power = 48.0%
Crit end category = register
Longest Clk Path Bufs = 2
Post-CTS sizing = 0
Psw = 0.0007247 W
Number of enable flip-flop cells = 38
P_leak = 4.030 nW
Antenna Violating Nets Remaining = 0
GPL Wtd Cong = 0.8266
Crit Path Max Fanout = 48
FF-to-FF End = MVM_UART_SYSTEM.AXIS_MVM.SKID.buffer[5]$_DFFE_PN0P_
Slowest Stage Delay on Critical Path = 540 ps
Die Size = 0.01640 sq mm
Vias in the first global route = 4481
Status = complete, no violations
Fmax = 0.4227 GHz
DR WL/cell = 12.60 um
CP Class = reg -> reg
Routed WL = 11.29 mm
Total number of vias = 4510
Internal power = 0.003074 W
Port-buffer cells = 3
Netlist cell types = 68
Pre-CTS WS = 1032 ps
# fillers = 1215
R2r setup slk = 1030 ps
Final Setup Violations = 0
Total global-route track usage = 16.22%
Worst path arrival time = 2650 ps
Post-synth seq share = 51.35%
Delay-heaviest family, CP = simple AND/OR/NAND/NOR gates
Most instantiated library cell after synthesis = dfrtp_1
Startpoint Class = register
DRT iter0 DRCs = 261
Synthesized instance count = 665
Residual DRC count = 0
Site Rows = 45
Share of layout cells above drive strength 1 = 21.75%
Initial antenna violation count = 0
Clk root buf = clkbuf_16
Worst r2r src = MVM_UART_SYSTEM.UART_TX.state$_DFF_PN0_
Total gr overflow = 0
I/O pin cnt = 43
Combinational Area = 0.003446 sq mm
CTS sink count = 154
Worst path cell trace = buf_4, ha_1, a22oi_1, inv_1, nand3_1, mux2_2
# hold bufs at CTS = 0
Largest area contributor in the netlist = dfrtp_1
Rel. slew slack = 47.60%
Inserted Diodes = 0
Pwr Total = 0.003799 W
Die Y = 128.0 um
[logic make-up after synthesis]
logic type               share of synthesized area [%]
flip-flops                                       51.35
AND/OR/NAND/NOR                                  10.99
other                                          0.04721
AND-OR/OR-AND                                    6.694
adder cells (fa/ha/maj)                          9.135
XOR/XNOR                                         3.418
multiplexers                                     12.05
buffers and inverters                            6.316
[final cells by class]
cell class,count,share of cell area (%)
Clock buffer,26,6.122
Clock inverter,6,0.6786
Inverter,56,2.426
Multi-Input combinational cell,435,39.76
Sequential cell,154,47.07
Tap cell,211,3.046
Timing Repair Buffer,8,0.8952
[routing by layer]
layer	global-route usage (%)	wire length (um)	vias up
met3	3.274	308	4
li1	-	-	2282
met5	0	0	-
met4	1.522	62	0
met1	26.86	5660	2183
met2	24.68	5256	41
[state kept, by name, indices dropped and copies added (netlist names), 4 cells and up]
register	count
MVM_UART_SYSTEM.UART_TX.c_pulses	5
MVM_UART_SYSTEM.AXIS_MVM.SKID.m_data	14
MVM_UART_SYSTEM.UART_TX.m_packets	26
MVM_UART_SYSTEM.UART_TX.c_clocks	12
MVM_UART_SYSTEM.UART_RX.c_clocks	12
MVM_UART_SYSTEM.AXIS_MVM.SKID.buffer	14
MVM_UART_SYSTEM.AXIS_MVM.MATVEC.tree	38
MVM_UART_SYSTEM.UART_RX.m_data	16
MVM_UART_SYSTEM.UART_RX.state	4
[worst register-to-register path, stage by stage, from the launching register on]
cell and delay (ps):
dfrtp_1 390, buf_4 290, ha_1 260, a22oi_1 250, inv_1 110, nand3_1 540
mux2_2 420
[power by group through the flow]
stage     combinational, W  sequential, W  clock (W)
5_1_grt          0.0000763        0.00191    0.00196
4_1_cts          0.0000659        0.00191    0.00189
6_report         0.0000623        0.00191    0.00182
[per-stage QoR]
step | utilization (%) | instances | area, sq um | hold slack (ps)
after global routing | 56.38 | 896 | 8666 | 333.2
final | 56.38 | 896 | 8666 | 287.5
after detailed placement | 52.54 | 864 | 8077 | 458.2
after CTS | 56.38 | 896 | 8666 | 297.3
after floorplan | - | 687 | 8026 | 384.4
after global placement | 52.54 | 864 | 8077 | 454.0
[cells in the final DEF, fill, tap and decap left out, types with 3 or more instances in the layout]
cell,count
edfxtp_1,38
a21oi_1,23
mux2_2,71
nor4_1,3
xor2_1,7
mux2i_1,6
o21ai_0,13
nand3_1,14
ha_1,42
clkbuf_1,3
nor3_1,7
o22a_1,7
o22ai_1,9
dfstp_2,28
clkbuf_8,5
dfrtp_1,88
a21o_1,5
nor2_1,57
xnor2_1,24
fa_1,10
clkbuf_16,18
conb_1,23
a22o_1,4
nand4_1,6
nand2_1,23
nand2b_1,5
clkinv_2,4
and2_1,15
nor2b_1,13
buf_4,5
inv_1,56
mux2_4,5
[worst max-delay path by stage]
stage | start | endpoint | slack [ps] | cells past startpoint
finish | MVM_UART_SYSTEM.UART_TX.state$_DFF_PN0_ | MVM_UART_SYSTEM.AXIS_MVM.SKID.buffer[5]$_DFFE_PN0P_ | 1030 | 6
global route | MVM_UART_SYSTEM.UART_TX.state$_DFF_PN0_ | MVM_UART_SYSTEM.AXIS_MVM.SKID.buffer[5]$_DFFE_PN0P_ | 790 | 6
CTS | MVM_UART_SYSTEM.UART_TX.state$_DFF_PN0_ | MVM_UART_SYSTEM.AXIS_MVM.SKID.buffer[5]$_DFFE_PN0P_ | 1010 | 6
Power and IR drop assume default switching activity.
